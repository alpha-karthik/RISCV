`design/flow/config.mk`:
```
export PLATFORM = sky130hd
export DESIGN_NAME = inst_mem
export DESIGN_NICKNAME = inst_mem
export VERILOG_FILES = /design/flow/design.v
export SDC_FILE = /design/flow/constraint.sdc
export NUM_CORES = 4
export LEC_CHECK = 1
export CORE_AREA = 10 10 70 70
export DIE_AREA = 0 0 80 80
```
`design/flow/constraint.sdc`:
```
current_design inst_mem

set clk_period 1.2
set clk_io_pct 0.2

create_clock -name clk0 -period $clk_period [get_ports {clk}]

set non_clock_inputs [all_inputs -no_clocks]
set_input_delay [expr $clk_period * $clk_io_pct] -clock clk0 $non_clock_inputs
set_output_delay [expr $clk_period * $clk_io_pct] -clock clk0 [all_outputs]
```
`design/flow/run.sh`:
```
#!/bin/bash
# OpenROAD 26Q1-2900-gdf79404cd8, Yosys 0.63+post, stock flow scripts
make -C /OpenROAD-flow-scripts/flow DESIGN_CONFIG=/design/flow/config.mk WORK_HOME=/design/flow/orfs finish
```
`design/flow/design.v`:
```
module inst_mem(
	input clk,
	input [31:0] addr,
	output [31:0] read_data
);
	reg [31:0] mem [0 : 31];
	assign read_data = mem[addr];
	always @(posedge clk)
	begin
		mem[0] = {32{1'b0}};
		mem[1] = 32'b000000000011_00000_000_00101_0010011;
		mem[2] = 32'b000000000101_00000_000_00110_0010011;
		mem[3] = 32'b000000000110_00101_000_00111_0110011;
		mem[4] = 32'b00000000011100000_010_00011_0100011;
		mem[5] = 32'b11111110101001000010101000100011;
		mem[6] = 32'b11111111010001000010010100000011;
		mem[7] = 32'b00000000101001010000010100110011;
		mem[8] = 32'b00000000100000010010010000000011;
		mem[9] = 32'b00000000110000010010000010000011;
		mem[10] = 32'b00000001000000010000000100010011;
		mem[11] = 32'b00000000000000001000000001100111;
	end
endmodule
```
==> changes_impl.md <==
### Changed

* # Cells Yosys at 73
* Initial DRC count at 8
* Largest net degree at the start of global routing at 8
* Top cells by area: buf_4 24%, nor2_1 10%, nor3_1 6.4%, a211oi_2 5.4%, nand2_1 4.8%
* Area Growth Syn to Fin at 180%
* Net switching power at 0.184 mW
* Leak pwr at 0.656 nW
* Crit start category: primary input
* CP Capture Type: output pin
* Worst vdd ir at 185 uV
* Switching portion of total power at 43.3%
* Log Warnings at 57
* Yosys stat chip area at 467 sq um
* Synth Instances at 73
* Most common cell in the netlist: buf_4
* Sequential area share after synthesis at 0%
* Max-Cap Viols at 0
* Vias in the first global route at 744
* Logic pwr share at 100.0%
* CP arrival at 1080 ps
* RSZ-0062 raised after global routing: true
* Drt total wl at 2540 um
* Detailed Place HPWL at 1540 um
* GR Overflow Total at 0
* IO buf count at 33
* Vias at 702
* First-pass GRT wire length at 3790 um
* Fin. max-slew vios at 0
* Worst Path Required at 960 ps
* Clock buffer count at 0
* Setup CP Type: primary input to output pin
* Number of diodes at 0
* DRC viols at 0
* Cts hold-fix bufs at 0
* HP Class: primary input to output pin
* Pwr dens at 325 nW/um^2
* Chip width at 80 um
* Die height at 80 um
* Fin worst setup slack at -119 ps
* Seq Cell Count at 0
* Cycle use final at 110%
* Row count at 21
* Fmax at 758 MHz
* Post-layout min period at 1320 ps
* Ports at 65
* Gpl congestion at 0.787
* Syn avg cell area at 6.39 sq um
* Post-Syn Area at 467 sq um
* Total die size at 6400 sq um
* Core Region at 3420 sq um
* Post-synth top cells: 15 x buf_4, 13 x nor2_1, 6 x nand2_1, 6 x nor3_1, 4 x a21oi_1
* Synth area leader: buf_4
* Routed Antenna Nets at 0
* Final hold vios at 0
* Fill cell count at 322
* Fraction of power consumed by sequential logic at 0%
* GRT Total Usage at 7.08%
* Fin cells at 176
* Distinct lib cells used at 27
* Final setup violation count at 20
* Synth top area share at 24.1%
* Initial antenna violation count at 0
* Failing checks: setup timing
* Total number of yosys warnings at 642
* TritonRoute pass-1 iters at 4
* Int Pwr at 0.240 mW
* WL per Instance at 14.4 um
* Status: finished with violations
* Clock Power Share at 0%
* Final Power at 0.424 mW
* Pre-Place Util at 13.7%
* Worst-path fanout max at 6
* DR vias/cell at 3.99
* Placed cell count at 154
* Register area at 0 sq um
* Layout cell share with drive strength beyond 1 at 86.2%
## area by class of cell
cell class / count / area, sq um / share of cell area [%]
Timing Repair Buffer: 72 / 654 / 50.1
Inverter: 3 / 18.8 / 1.44
Tap cell: 46 / 57.6 / 4.41
Multi-Input combinational cell: 55 / 574 / 44.0
## final timing paths
path                    start            end  slack [ps]  depth (start not counted)
worst max-delay path  addr[0]  read_data[20]        -120                          7
worst min-delay path  addr[3]  read_data[21]         720                          3
## placed cells by master, fill, tap and decap left out, types with 2 or more instances in the layout
cell type and count:
clkbuf_2 8, buf_6 14, nand2_4 6, nor2_2 2
buf_4 20, nand2b_4 3, buf_12 6, a21oi_2 3
buf_2 18, buf_8 4, nor2_4 4, nor2_1 7
nor3_2 4, nor3_4 2, conb_1 4
## power groups by stage
stage | clock network (mW) | logic, mW | registers [mW]
after CTS | 0 | 0.351 | 0
final | 0 | 0.424 | 0
after global routing | 0 | 0.454 | 0
## per-layer routing
layer | global-route usage (%) | wire length, um
met4 | 0.704 | 18
met2 | 11.3 | 1100
met5 | 0 | 0
met3 | 1.93 | 132
met1 | 9.54 | 1290
## logic make-up after synthesis
family          share of synthesized area [%]
simple gates                             38.3
buf+inv                                  31.1
compound gates                           25.7
xor+xnor                                 1.88
mux                                      2.14
other cells                             0.804
## per-stage QoR
stage                     utilization [%]  worst slack (ps)  cell area [sq um]  TNS (ps)  hold slack [ps]
after floorplan                         -              1.94                485         0              536
after global placement               25.8              -971                880    -25010             1530
after detailed placement             25.8              -984                880    -25130             1510
after CTS                            33.8              -237               1150     -1880              736
after global routing                 38.2              -176               1310     -2020              737
final                                38.2              -119               1310      -834              720
## worst max-delay path: stages
cell	delay, ps
buf_12	110
buf_6	120
buf_16	130
xor2_2	150
a2bb2oi_2	180
nor3_4	50
buf_2	110
## repair_timing
| item | in CTS | in global routing |
|---|---|---|
| resized | 148 | 48 |
| setup endpoints to repair | 28 | 24 |
| setup buffers | 15 | 7 |
| cloned | 1 | 0 |
| pin swaps | 23 | 26 |
No activity file was given, so power comes from the tool's default toggle rates.
