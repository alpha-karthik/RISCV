File: flow/constraint.sdc
current_design alu_module

set clk_period 16.8
set clk_io_pct 0.2

create_clock -name clk0 -period $clk_period

set non_clock_inputs [all_inputs -no_clocks]
set_input_delay [expr $clk_period * $clk_io_pct] -clock clk0 $non_clock_inputs
set_output_delay [expr $clk_period * $clk_io_pct] -clock clk0 [all_outputs]
File: flow/run.sh
#!/bin/bash
# OpenROAD 26Q1-2900-gdf79404cd8, Yosys 0.63+post, stock flow scripts
make -C /OpenROAD-flow-scripts/flow DESIGN_CONFIG=/design/flow/config.mk WORK_HOME=/design/flow/orfs finish
File: flow/config.mk
export PLATFORM = sky130hd
export DESIGN_NAME = alu_module
export DESIGN_NICKNAME = alu_module
export VERILOG_FILES = /design/flow/design.v
export SDC_FILE = /design/flow/constraint.sdc
export NUM_CORES = 4
export LEC_CHECK = 1
export CORE_UTILIZATION = 50
File: flow/design.v
module alu_module(
	input [3:0] aluop_control,
	input [31:0] operand1,operand2,
	output [31:0] alu_result
);
	reg [31:0] temp_result;
	wire [31:0] temp;
	assign temp = 32'd32 - operand2;  
	parameter ADD = 4'b0000, SUB = 4'b1000, SLL = 4'b0001 , SLT = 4'b0010 , SLTU = 4'b0011 , XOR = 4'b0100 , SRL = 4'b0101 , SRA = 4'b1101 , OR = 4'b0110 , AND = 4'b0111;
	always @(*)
	begin
		case(aluop_control)
			ADD	:	temp_result = operand1 + operand2 ;
			SUB	:	temp_result = operand1 - operand2 ;
			SLL	:	temp_result = (operand1 << operand2[4:0]);
			SLT	:	temp_result = (operand1[31] ^ operand2[31] )? (operand1[31]&~operand2[31]):(operand1 < operand2);
			SLTU	:	temp_result = (operand1 < operand2 ) ? 32'd1 : 32'd0;
			XOR	:	temp_result = (operand1 ^ operand2);
			SRL	:	temp_result = (operand1 >> operand2[4:0]);
			SRA	:	temp_result = (operand1 >> operand2[4:0]) + ({32{operand1[31]}} << temp);
			OR		:	temp_result = (operand1 | operand2);
			AND	:	temp_result = (operand1 & operand2);
			default	:	temp_result = 32'd0;
		endcase
	end
	assign alu_result = temp_result;
endmodule
==> impl_metrics.csv <==
group,metric,value,unit
setup_path,worstPathRequired,13.44,ns
cells_and_area,final_common_cell,"nor2_1",
clocking,cts_hold_buf,0,
final_timing,min_period,14.05,ns
grt,grt_max_degree,65,
job,maxCapViolCount,0,
setup_path,critPathMaxFanout,27,
run_status,status,"complete, no violations",
power,p_per_area,32.4,nW/um^2
cells_and_area,ff_latch_area,0,um^2
cells_and_area,fillers,1981,
final_timing,slew_viol_final,0,
grt,grt_usage,44.7,%
cells_and_area,nFlopsAndLatches,0,
floorplan,fp_util,51.2,%
floorplan,die_area,21400,um^2
detailed_routing,drt-wirelength-per-cell,25.8,um
hold_path,holdPathStages,5,
floorplan,die-width,146,um
final_timing,whs,7.88,ns
setup_path,max_stage_delay,0.88,ns
synth,synth_area,10400,um^2
floorplan,core.rowCount,52,
detailed_routing,drc,0,
hold_path,min-delay-start,"operand2[1]",
final_timing,finalCritPeriodShare,83.6,%
synth,synth.yosys.warnings,1,
final_timing,max_freq,71.2,MHz
setup_path,critPathKind,"input port to output pin",
hold_path,hold_class,"input port to output pin",
detailed_routing,initialDrtViolationCount,1228,
synth,ys_cells,1529,
cells_and_area,drive_gt1_share,7.86,%
final_timing,max_slew_margin,30.3,%
job,openroad.warnings,98,
synth,synth_cells,1529,
cells_and_area,mostFrequentLayoutCells,"nor2_1, a21oi_1, ha_1",
final_timing,hold_viol,0,
cells_and_area,area_growth_syn_to_layout,10.7,%
synth,ys_seq_share,0,%
clocking,cts_setup_buffers,0,
setup_path,worst_path_most_repeated_cell,"o21ai_0",
grt,gr-total-overflow,0,
detailed_routing,ant_nets,0,
detailed_routing,drt-total-wl,47.1,mm
power,irDropWorstVdd,0.0174,mV
final_timing,tns,0,ns
grt,grt_pass1_vias,11900,
place,dpl.hpwl,37.1,mm
place,io_buffers,100,
setup_path,endpoint_kind,"output pin",
power,p_leak,5.01,nW
detailed_routing,first_pass_iters,6,
setup_path,cp_slowest_cell,"or4_1",
clocking,cts-resized-gates,0,
setup_path,critPathLaunchType,"input port",
floorplan,core_region_area,20400,um^2
grt,grt_pass1_wl,70.9,mm
detailed_routing,vias,12700,
floorplan,die_h,146,um
floorplan,io_pins,100,
synth,syn_area_per_cell,6.82,um^2
setup_path,arrival,10.69,ns
final_timing,rsz0062_at_grt,"false",
grt,antenna_found_initial,2,
place,place_area,11500,um^2
synth,synth_cell_types,76,
cells_and_area,finalInstanceArea,11500,um^2
synth,yosys.stat.chipArea,10400,um^2
cells_and_area,clkbuf_count,0,
final_timing,worstMarginPinSlew,1.04,ns
final_timing,setup_viol,0,
detailed_routing,viasPerCell,6.98,
place,place_congestion,1.06,
hold_path,hold_end,"alu_result[1]",
detailed_routing,diodes,0,
cells_and_area,utilization,56.7,%
-- critical path, delay by kind of cell --
kind | cells | cell delay (ns)
xor gates and xnor gates | 1 | 0.25
and+or+nand+nor | 7 | 2.49
adders and majority gates | 3 | 1.01
AOI/OAI and AO/OA | 10 | 2.57
buffers and inverters | 4 | 0.98
-- area by class of cell --
class              count  area, um^2  share of cell area (%)
inverters             99         372                    3.22
multi-input cells   1327        9650                    83.6
repair buffers       127        1180                    10.3
well taps            270         338                    2.93
-- how the worst max path moves through the flow --
stage | start | end | slack [ns] | cells after the start
CTS | operand2[1] | alu_result[20] | 2.88 | 25
global route | operand2[1] | alu_result[20] | 2.30 | 25
finish | operand2[1] | alu_result[20] | 2.75 | 25
-- synth_stat cells, drive strengths merged (14+ instances only) --
cell type  count  area share (%)
nor2         210             7.7
a21oi        162             7.8
ha           129              15
o21ai        124             6.0
inv           99             3.6
nand2         88             3.2
clkbuf        85             3.1
mux2i         52             5.0
mux4          45             9.7
a21o          42             3.0
nor3          39             1.9
xnor2         33             2.8
nand3         29             1.4
a221oi        27             2.3
a22oi         25             1.8
o22ai         24             1.4
o221ai        23             1.9
buf           18            0.95
o211ai        18             1.3
nand2b        17             1.2
nand4         16            0.96
nor2b         16            0.96
xor2          16             1.3
and3          15            0.90
a211oi        14             1.0
-- logic make-up (layout without fill, tap and decap cells) --
logic type	Yosys count	after routing	synth area share, %
muxes	99	99	14.9
buffers and inverters	202	226	7.58
AOI/OAI and AO/OA	567	567	35.3
adders and majority gates	132	132	16.1
and+or+nand+nor	480	480	22.0
xor gates and xnor gates	49	49	4.11
-- per-stage QoR --
stage / power (mW) / setup slack [ns] / std cells
after CTS: 0.360 / 2.88 / 1823
after global placement: 0.359 / 2.96 / 1823
after floorplan: 0.221 / 4.10 / 1529
final: 0.374 / 2.75 / 1823
after global routing: 0.399 / 2.30 / 1823
after detailed placement: 0.358 / 2.91 / 1823
-- where the power goes --
part	internal (mW)	switching [mW]
registers	0	0
clock network	0	0
logic	0.144	0.230
total	0.144	0.230
-- layer usage --
layer	wire [um]	track usage (%)	share of wire, %	vias up
met4	2830	21.9	6.0	6
met1	18500	60.0	39	5868
li1	-	-	-	5785
met2	18400	59.9	39	902
met5	103	2.73	0.22	-
met3	7290	21.2	15	168
Power and IR drop assume default switching activity.
