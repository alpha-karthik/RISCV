[flow/run.sh]
#!/bin/bash
# OpenROAD 26Q1-2900-gdf79404cd8, Yosys 0.63+post, stock flow scripts
make -C /OpenROAD-flow-scripts/flow DESIGN_CONFIG=/design/flow/config.mk WORK_HOME=/design/flow/orfs finish
[flow/config.mk]
export PLATFORM = sky130hd
export DESIGN_NAME = data_mem
export DESIGN_NICKNAME = data_mem
export VERILOG_FILES = /design/flow/design.v
export SDC_FILE = /design/flow/constraint.sdc
export NUM_CORES = 4
export LEC_CHECK = 1
export CORE_UTILIZATION = 50
[flow/constraint.sdc]
current_design data_mem

set clk_period 8.9
set clk_io_pct 0.2

create_clock -name clk0 -period $clk_period [get_ports {clk}]

set non_clock_inputs [all_inputs -no_clocks]
set_input_delay [expr $clk_period * $clk_io_pct] -clock clk0 $non_clock_inputs
set_output_delay [expr $clk_period * $clk_io_pct] -clock clk0 [all_outputs]
[flow/design.v]
module data_mem(
	input clk,
	input write_enable,
	input [31:0] addr,
	input [31:0] write_data,
	output [31:0] read_data
);
	reg [31:0] mem [0 : 31];
	always @(posedge clk)
	begin
		if (write_enable)
			begin
			mem[addr] <= write_data;
			mem[1] <= 32'd4;
			mem[2] <= 32'd3;
			end
		else
			begin
			mem[1] <= 32'd4;
			mem[2] <= 32'd3;
			end
	end
	assign read_data = mem[addr];
endmodule
==> load_flow_metrics.sql <==
-- metrics for the results database
INSERT INTO impl_metrics (metric_group, metric, value, unit) VALUES
('setup_path', 'critical-path-slowest-cell', 'or4b_2', ''),
('clock_tree', 'total_clock_buffers_created_by_cts', '94', ''),
('die', 'core', '71850', 'um^2'),
('yosys', 'synth-main-ff-cell', 'edfxtp_1', ''),
('setup_path', 'crit_start', 'addr[2]', ''),
('layout', 'top_register', 'mem', ''),
('power_and_ir_drop', 'p_leak', '0.01427', 'uW'),
('setup_path', 'cp.buffers_inverters', '4', ''),
('die', 'dieHeight', '272.3', 'um'),
('yosys', 'yosys.area.top_type', 'edfxtp_1', ''),
('global_route', 'grt_first_pass_wirelength', '125.5', 'mm'),
('final_timing', 'hold_violations', '0', ''),
('setup_path', 'cp_top_family', 'buffers and inverters', ''),
('detailed_routing', 'route.antenna.remaining_nets', '0', ''),
('detailed_routing', 'dr_total_vias', '18670', ''),
('yosys', 'synth-seq-cells', '960', ''),
('global_route', 'grt_pass1_vias', '19240', ''),
('yosys', 'synthCells', '1945', ''),
('yosys', 'ys_top_cells_by_count', 'edfxtp_1, mux2i_1, o22ai_1', ''),
('final_timing', 'fin_crit', '7032', 'ps'),
('die', 'die_width', '272.3', 'um'),
('final_timing', 'final.setup.tns', '0', 'ps'),
('die', 'ios', '98', ''),
('flow_run', 'tool_warnings', '52', ''),
('min_path', 'worst_hold_path_class', 'in2reg', ''),
('final_timing', 'clock.fmax', '142.2', 'MHz'),
('yosys', 'synth-seq-area-share', '78.89', '%'),
('final_timing', 'fin_hold_ws', '1956', 'ps'),
('outcome', 'outcome', 'finished, final reports clean', ''),
('power_and_ir_drop', 'power.density', '219.0', 'nW/um^2'),
('clock_tree', 'cts_resized', '0', ''),
('clock_tree', 'cts_setup_buffers', '0', ''),
('global_route', 'track_usage', '26.62', '%'),
('setup_path', 'cp_cell_sequence', 'clkdlybuf4s50_1, buf_4, or4b_2, buf_4, o22ai_1, or4_1, or4_1, clkdlybuf4s50_1', ''),
('yosys', 'synth_area_per_cell', '18.79', 'um^2'),
('global_route', 'largest_net_degree_at_the_start_of_global_routing', '82', ''),
('detailed_routing', 'post-route-drc-count', '0', ''),
('placement', 'count_of_buffers_inserted_at_the_top_level_ports', '70', ''),
('setup_path', 'cp.arrival', '5250', 'ps'),
('setup_path', 'timing.critical_path.to_type', 'output port', ''),
('yosys', 'biggest_area_cells', 'edfxtp_1, mux2i_1, o22ai_1, buf_2, a2111oi_0', ''),
('die', 'die-area', '74170', 'um^2'),
('clock_tree', 'clk_transition_reported_paths', '50', 'ps'),
('yosys', 'most_common_cell', 'edfxtp_1', ''),
('setup_path', 'crit_path_end', 'read_data[2]', ''),
('yosys', 'ys_warn_count', '1', ''),
('detailed_routing', 'first_pass_iters', '7', ''),
('detailed_routing', 'antennaDiodeCount', '0', ''),
('final_timing', 'finalSetupViolCount', '0', ''),
('detailed_routing', 'dr.first_iter.drc_count', '1007', ''),
('die', 'core.rowCount', '98', ''),
('setup_path', 'critical_path_cell_count', '8', ''),
('layout', 'reg.largest.list', 'mem (960)', ''),
('placement', 'gp_congestion', '0.8199', ''),
('setup_path', 'startpoint_type', 'primary input', ''),
('setup_path', 'cp_max_fo', '26', ''),
('flow_run', 'maxCapViolations', '0', ''),
('yosys', 'synth-async-reset-ratio', '0', '%'),
('layout', 'drive_gt1_share', '12.38', '%'),
('detailed_routing', 'finalWirelength', '86.70', 'mm'),
('clock_tree', 'cts_buffer_depth', '3', ''),
('yosys', 'synth-edff-count', '960', ''),
('setup_path', 'critical-path-max-stage-delay', '660', 'ps'),
('final_timing', 'timing.final.crit_share', '79.01', '%'),
('yosys', 'synth_area', '36540', 'um^2'),
('final_timing', 'transition_time_at_the_pin_with_the_least_slew_margin', '1047', 'ps'),
('detailed_routing', 'routed_via_density', '5.996', ''),
('yosys', 'synth_cell_type_count', '31', ''),
('layout', 'flow.area_growth_from_synthesis', '14.28', '%'),
('clock_tree', 'clock_sinks', '960', ''),
('yosys', 'top_cell_area_share', '78.89', '%');
[layer usage]
metal  wire [um]  part of all wire [%]  vias to the layer above  GRT usage [%]
li1            -                     -                     8302              -
met1       29150                    34                     9034          35.84
met2       39190                    45                     1203          36.57
met3       16730                    19                      130          22.13
met4        1593                   1.8                        2          3.888
met5          37                 0.043                        -         0.3851
[final cells by class]
type	instances	area (um^2)
Fill cell	5207	30090
Multi-Input combinational cell	865	7410
Clock buffer	117	2524
Inverter	1	3.754
Tap cell	950	1189
Sequential cell	960	28830
Clock inverter	50	320.3
Timing Repair Buffer	171	1489
[cells in the final DEF, fill, tap and decap left out, drive strengths merged]
cell,count
mux2i,448
a2111oi,31
clkdlybuf4s50,69
or3,1
nor4,31
or4,2
clkbuf,117
or3b,2
nor3,5
nand4b,4
o22a,1
nor2,30
nand2,36
bufinv,3
o221ai,1
edfxtp,960
a21oi,1
nand4bb,6
clkinv,43
a22o,29
o22ai,222
and2,1
nand4,1
o21ai,3
clkinvlp,2
nand3b,4
or4b,3
inv,3
buf,102
nand3,3
[through the flow]
step / cell area (um^2) / cells / setup WS (ps) / power, uW / utilization [%]
2_1_floorplan: 36540 / 1945 / 3388 / 5349 / -
3_3_place_gp: 38920 / 2947 / 1884 / 5576 / 54.16
3_5_place_dp: 38920 / 2947 / 1865 / 5584 / 54.16
4_1_cts: 41760 / 3114 / 1847 / 9218 / 58.12
5_1_grt: 41760 / 3114 / 1715 / 9424 / 58.12
6_report: 41760 / 3114 / 1868 / 9148 / 58.12
[report_power, final]
group          internal (uW)  leakage [uW]  switching, uW
registers               5030       0.00865           10.7
clock network           2080       0.00139           1580
logic                    172       0.00423            273
[kinds of logic (layout without fill, tap and decap cells)]
family	Yosys count	after routing	share of synthesized area (%)
compound gates	288	288	5.341
flops	960	960	78.89
simple gates	129	129	1.921
buf+inv	120	339	1.578
mux	448	448	12.27
[worst min path at each step]
stage              start     endpoint  slack [ps]  cells after the start
4_1_cts   write_data[20]  mem[10][20]        1920                      2
5_1_grt   write_data[20]   mem[6][20]        1960                      2
6_report   write_data[4]   mem[31][4]        1960                      2
No activity file was given, so power comes from the tool's default toggle rates.
